==> /design/flow/design.v <==
module keyboard(
	input wire ps2_clk,  
	input wire ps2_data,  
	output reg [1:0] outData  
);
	reg [7:0] data_curr;
	reg [7:0] data_pre;
	reg [3:0] b;
	reg flag;
	initial
	begin
		b<=4'h1;
		flag<=1'b0;
		data_curr<=8'hf0;
		data_pre<=8'hf0;
		outData<=2'b00;
	end
	always @(negedge ps2_clk)  
	begin
	case(b)
		1:;  
		2:data_curr[0]<=ps2_data;
		3:data_curr[1]<=ps2_data;
		4:data_curr[2]<=ps2_data;
		5:data_curr[3]<=ps2_data;
		6:data_curr[4]<=ps2_data;
		7:data_curr[5]<=ps2_data;
		8:data_curr[6]<=ps2_data;
		9:data_curr[7]<=ps2_data;
		10:flag<=1'b1;  
		11:flag<=1'b0;  
	endcase
	if(b<=10)
 		b<=b+1;
 	else 
	if(b==11)
 		b<=1;
	end 
	always@(posedge flag)  
	begin
		if(data_curr==8'hf0)
			if(data_pre == 8'h1c)
				outData<=2'b01;
			else
				outData<=2'b00;
	else
		begin
			outData<=2'b00;
			data_pre<=data_curr;
		end
	end
endmodule
==> /design/flow/run.sh <==
#!/bin/bash
# OpenROAD 26Q1-2900-gdf79404cd8, Yosys 0.63+post, stock flow scripts
make -C /OpenROAD-flow-scripts/flow DESIGN_CONFIG=/design/flow/config.mk WORK_HOME=/design/flow/orfs finish
==> /design/flow/config.mk <==
export PLATFORM = sky130hd
export DESIGN_NAME = keyboard
export DESIGN_NICKNAME = keyboard
export VERILOG_FILES = /design/flow/design.v
export SDC_FILE = /design/flow/constraint.sdc
export NUM_CORES = 4
export LEC_CHECK = 1
export CORE_AREA = 10 10 91 91
export DIE_AREA = 0 0 101 101
==> /design/flow/constraint.sdc <==
current_design keyboard

set clk_period 2.4
set clk_io_pct 0.2

create_clock -name clk0 -period $clk_period [get_ports {ps2_clk}]

set non_clock_inputs [all_inputs -no_clocks]
set_input_delay [expr $clk_period * $clk_io_pct] -clock clk0 $non_clock_inputs
set_output_delay [expr $clk_period * $clk_io_pct] -clock clk0 [all_outputs]
==> Slide: Implementation Results <==
Key Metrics from the Run

Global route
  • Initial antenna violation count: 0
  • GRT met2 Usage: between 3 and 4%
  • Vias in the first global route: 546
  • GRT Residual Overflow: 0
  • Global-route wire length before repair: 2270 um
  • GR Util met3: 2.15%
  • Tot GR Track Use: 2.72%
  • Met1 Usage GRT: 3.29%
  • Pin count of the biggest net entering global routing: 10
  • Layer with the highest usage: met2

Place
  • Final HPWL DP: 915 um
  • GP Congestion: roughly 0.73
  • Port bufs: 2
  • Post-DP Area: 0.00105 mm^2

Synth
  • Main area contributors: edfxtp_1, ha_1, nor2b_4, and2_2, dfxtp_1
  • Ys cells: 62
  • Cell taking the most area after synthesis: edfxtp_1
  • Netlist cell types: 23
  • Top_reg_cell synth: edfxtp_1
  • Top-count cell post-synth: edfxtp_1
  • Syn_area_per_cell: around 15 um^2
  • Mux contribution to synthesized area: approximately 1.6%
  • Synth logic family: simple AND/OR/NAND/NOR gates
  • Seq share, synth: 69.1%
  • Yosys warning tally: 1
  • Simple share: 18.6%
  • EDFF count, synth: 21
  • Xor/xnor share: 0%
  • Gate Count Post-Synth: 62
  • Yosys reg bits: 22
  • Syn Std Cell Area: 941 um^2
  • Top cells by count: edfxtp_1, and2_2, ha_1, nand2_1
  • FA/HA/MAJ Cells, Area Fraction: 5.32%
  • Post-synth ARST share: 0%
  • YS chip area: 941 um^2
  • Area fraction in compound gates: 2.53%
  • Area share, top type: 67.0%

Final layout
  • Area grow syn2layout: 21.1%
  • Final Instance Area: 0.00114 mm^2
  • Fillers: 667
  • Layout cells sized above 1: 16.5%

Min path
  • Min-delay src: b[0]$_SDFFCE_NN1P_
  • Min-Delay Path Class: reg -> reg

Final timing
  • Worst clock skew: 0.00824 ns
  • Hold slack: 0.641 ns
  • Final count of negative-setup-slack endpoints: 0
  • Slew margin rel.: about 58%
  • Worst-margin pin slew: 0.624 ns
  • Endpoints left unconstrained: 18
  • Register pins left without a clock: 9
  • Slew Limit Fails: 0
  • Final-report hold violation count: 0
  • Unrepaired setup endpoints after global routing: no

Floorplanning
  • Fp util: 14.8%
  • Die Span Y: 101 um
  • I/O pin count: 4
  • Core Region: 0.00635 mm^2
  • Die width: between 100 and 150 um
  • Row count: 29
  • DIE AREA: 0.0102 mm^2

Power and ir drop
  • Switching Share: 24.1%
  • Power Internal: 393 uW
  • Sequential power share: 48.3%
  • Clock group share of total power: 51.1%
  • PwrDens: 455 mW/mm^2
  • NetSw: 125 uW
  • Leak pwr: about 0.00043 uW
  • Comb power frac: 0.6%
  • Max rail drop VDD: 0.170 mV

Detailed routing
  • First-pass iteration count of the detailed router: 4
  • WL final: 1270 um
  • Drt wl/cell: 8.12 um
  • Vias: 494
  • Ant. Diodes: 0
  • Drt drc: 0
  • Initial DRC count: 36
  • Via density: 3.17
  • Antenna viol nets, final: 0

Clock network
  • Latency at later pin: between 0.3 and 0.4 ns
  • Clk slew on worst S/H paths: about 0.030 ns
  • Root Driver: clkbuf_8
  • Bufs on Longest Clock Path: 2
  • Total setup buffers inserted after CTS: 0
  • H-Tree Depth: 1
  • CTS Buf Count: 3
  • # resized after CTS: 0
  • CTS tree: built
  • Hold_buf cts: 0

Worst setup path
  • Bufs and invs on worst path: 1
  • Critical path's slowest cell: clkdlybuf4s50_1
  • Worst r2r src: b[0]$_SDFFCE_NN1P_
  • Cell Chain, Critical Path: clkdlybuf4s50_1
  • Critical Path End Type: flop
  • Top delay family on crit path: buffers and inverters
  • Req. time, crit path: 1.20 ns
  • Startpoint types: input port
  • Worst setup startpoint: ps2_data
  • Setup CP Type: in -> reg
  • Crit path arrival time: 1.00 ns
  • Crit Path Max Fanout: 8
  • Max incr delay on CP: 0.52 ns

Job
  • Count of tool warnings: 41
  • Max cap viols: 0

Outcome
  • Status: completed
[sequential cells by signal, summed over array words and instances (netlist names)]
signal	flops
outData	1
data_pre	8
data_curr	8
b	4
flag	1
[area by class of cell]
cell class | instances | area (um^2) | area share (%)
multi-input cells | 35 | 268 | 23.5
repair buffers | 2 | 20.0 | 1.76
flip-flops and latches | 22 | 651 | 57.1
well taps | 77 | 96.3 | 8.45
clock buffers | 3 | 41.3 | 3.62
clock inverters | 14 | 52.6 | 4.61
inverters | 3 | 11.3 | 0.988
[power by group through the flow]
stage | clock [uW] | combinational [uW] | sequential (uW)
final | 265 | 3.07 | 250
after global routing | 311 | 3.34 | 250
after CTS | 281 | 3.20 | 250
[cells by family after synthesis]
logic type	after synthesis
AND/OR/NAND/NOR	25
flip-flops	22
buffers and inverters	5
AND-OR/OR-AND	4
adder cells (fa/ha/maj)	4
multiplexers	1
other	1
[worst paths after layout]
kind,to,slack [ns],depth (start not counted)
worst max register to register,b[3]$_SDFFCE_NN0P_,0.59,4
worst max-delay path,data_curr[2]$_DFFE_NN_,0.20,1
worst min register to register,b[0]$_SDFFCE_NN1P_,0.64,1
worst min-delay path,b[0]$_SDFFCE_NN1P_,0.64,1
[layer usage]
layer | share of wire, % | vias to the layer above
li1 | - | 254
met1 | 52 | 230
met2 | 40 | 10
met3 | 8.3 | 0
met4 | 0 | 0
met5 | 0 | -
[cells in the final DEF, fill, tap and decap left out]
cell,n
o21ai_2,1
nor3b_1,2
and2_2,4
nor4_1,1
a21oi_1,1
nor2_1,3
and2_1,3
inv_1,16
clkbuf_8,3
o21ai_0,2
nor3_1,1
nor4bb_1,1
inv_2,1
mux2_4,1
ha_1,4
dfxtp_1,1
clkdlybuf4s50_1,2
conb_1,1
nand3_1,1
nor2b_4,3
and4_1,1
nand2_1,4
edfxtp_1,21
nor4b_1,1
[through the flow]
step	util [%]	TNS (ns)	total power (uW)	std cells	setup slack (ns)
floorplan	-	0	289	62	0.478
global placement	16.5	-0.544	291	140	-0.0680
detailed placement	16.5	-0.895	291	140	-0.112
CTS	18.0	0	534	156	0.197
global route	18.0	0	564	156	0.197
finish	18.0	0	519	156	0.198
Power is estimated from default activity; no workload was simulated.
