[flow/run.sh]
#!/bin/bash
# OpenROAD 26Q1-2900-gdf79404cd8, Yosys 0.63+post, stock flow scripts
make -C /OpenROAD-flow-scripts/flow DESIGN_CONFIG=/design/flow/config.mk WORK_HOME=/design/flow/orfs finish
[flow/config.mk]
export PLATFORM = sky130hd
export DESIGN_NAME = pong
export DESIGN_NICKNAME = pong
export VERILOG_FILES = /design/flow/design.v
export SDC_FILE = /design/flow/constraint.sdc
export NUM_CORES = 4
export LEC_CHECK = 1
export CORE_UTILIZATION = 30
[flow/constraint.sdc]
current_design pong

set clk_period 3.5
set clk_io_pct 0.2

create_clock -name clk0 -period $clk_period [get_ports {clk}]

set non_clock_inputs [all_inputs -no_clocks]
set_input_delay [expr $clk_period * $clk_io_pct] -clock clk0 $non_clock_inputs
set_output_delay [expr $clk_period * $clk_io_pct] -clock clk0 [all_outputs]
[flow/design.v]
module hvsync_generator(clk,Reset, vga_h_sync, vga_v_sync, inDisplayArea, CounterX, CounterY);
input clk;
input Reset;
output vga_h_sync, vga_v_sync;
output inDisplayArea;
output [9:0] CounterX;
output [8:0] CounterY;
reg pixelReg;
wire pixelNext, pixelClock ;
reg [9:0] CounterX;
reg [8:0] CounterY;
wire CounterXmaxed = (CounterX==800);
	assign pixelNext = ~pixelReg;  
	assign pixelClock = (pixelReg == 0);
always @(posedge clk,posedge Reset)
begin
	if(Reset)  
		pixelReg <=0;
		else
			pixelReg <= pixelNext;
end
always @(posedge pixelClock)
if(CounterXmaxed)
	CounterX <= 0;
else
	CounterX <= CounterX + 1;
always @(posedge pixelClock)
if(CounterXmaxed) CounterY <= CounterY + 1;
reg	vga_HS, vga_VS;
always @(posedge pixelClock)
begin
	vga_HS <= (CounterX[9:4]==6'h29);  
	vga_VS <= (CounterY==480);  
end
reg inDisplayArea;
always @(posedge pixelClock)
if(inDisplayArea==0)
	inDisplayArea <= (CounterXmaxed) && (CounterY<480);
else
	inDisplayArea <= !(CounterX==639);
assign vga_h_sync = ~vga_HS;
assign vga_v_sync = ~vga_VS;
endmodule
module debounce(
    input PB,   
	 input clk,	
    output reg PB_state,   
    output PB_down,   
    output PB_up    
);
reg PB_sync_0;  always @(posedge clk) PB_sync_0 <= ~PB;   
reg PB_sync_1;  always @(posedge clk) PB_sync_1 <= PB_sync_0;
reg [14:0] PB_cnt;
wire PB_idle = (PB_state==PB_sync_1);
wire PB_cnt_max = &PB_cnt;	 
always @(posedge clk)
if(PB_idle)
    PB_cnt <= 0;   
else
begin
    PB_cnt <= PB_cnt + 15'd1;   
    if(PB_cnt_max) PB_state <= ~PB_state;   
end
assign PB_down = ~PB_idle & PB_cnt_max & ~PB_state;
assign PB_up   = ~PB_idle & PB_cnt_max &  PB_state;
endmodule
module pong(clk,BTN_EAST, BTN_WEST, Reset, vga_h_sync, vga_v_sync, vga_R, vga_G, vga_B, oLed);
input clk;
input wire BTN_EAST, BTN_WEST;
input Reset;
output vga_h_sync, vga_v_sync, vga_R, vga_G, vga_B;
output wire [7:0] oLed;
wire inDisplayArea;
wire [9:0] CounterX;
wire [8:0] CounterY;
reg [7:0] oLedCount;
reg [8:0] PaddlePosition;
reg [9:0] ballX;
reg [8:0] ballY;
reg ball_inX, ball_inY;
reg ball_dirX, ball_dirY;
hvsync_generator syncgen(.clk(clk),.Reset(Reset), .vga_h_sync(vga_h_sync), .vga_v_sync(vga_v_sync), 
                            .inDisplayArea(inDisplayArea), .CounterX(CounterX), .CounterY(CounterY));
wire left, right;
debounce deboright(.PB(BTN_EAST), .clk(clk), .PB_state(),.PB_down(right),.PB_up());
debounce deboleft (.PB(BTN_WEST), .clk(clk), .PB_state(),.PB_down(left),.PB_up());
always @(posedge clk)
if(left ^ right)
begin
	if(right)
	begin
		if(~&PaddlePosition)         
			PaddlePosition <= PaddlePosition + 64;
	end
	else
	begin
		if(|PaddlePosition)         
			PaddlePosition <= PaddlePosition - 64;
	end
end
always @(posedge clk)
if(ball_inX==0) 
	ball_inX <= (CounterX==ballX) & ball_inY; 
	else
		ball_inX <= !(CounterX==ballX+16);
always @(posedge clk)
if(ball_inY==0) 
	ball_inY <= (CounterY==ballY); 
	else 
		ball_inY <= !(CounterY==ballY+16);
wire ball = ball_inX & ball_inY;
wire border = (CounterX[9:3]==0) || (CounterX[9:3]==79) || (CounterY[8:3]==0) || (CounterY[8:3]==59);
wire paddle = (CounterX>=PaddlePosition+8) && (CounterX<=PaddlePosition+120) && (CounterY[8:4]==27);
wire borderDown = (CounterY[8:3]==59);
wire BouncingObject = border | paddle;  
reg ResetCollision;
always @(posedge clk) ResetCollision <= (CounterY==500) & (CounterX==0);   
reg CollisionX1, CollisionX2, CollisionY1, CollisionY2, collisionPaddle, collisionDown;
always @(posedge clk) if(ResetCollision) CollisionX1<=0; else if(BouncingObject & (CounterX==ballX   ) & (CounterY==ballY+ 8)) CollisionX1<=1;
always @(posedge clk) if(ResetCollision) CollisionX2<=0; else if(BouncingObject & (CounterX==ballX+16) & (CounterY==ballY+ 8)) CollisionX2<=1;
always @(posedge clk) if(ResetCollision) CollisionY1<=0; else if(BouncingObject & (CounterX==ballX+ 8) & (CounterY==ballY   )) CollisionY1<=1;
always @(posedge clk) if(ResetCollision) CollisionY2<=0; else if(BouncingObject & (CounterX==ballX+ 8) & (CounterY==ballY+16)) CollisionY2<=1;
always @(posedge clk) if(ResetCollision) collisionPaddle<=0; else if(paddle & (CounterX==ballX+ 8) & (CounterY==ballY+16)) collisionPaddle<=1;
always @(posedge clk) if(ResetCollision) collisionDown<=0; else if(borderDown & (CounterX==ballX+ 8) & (CounterY==ballY+16)) collisionDown<=1;
wire UpdateBallPosition = ResetCollision;   
reg [3:0] velocity;
reg newGame;
always @(posedge clk)
begin
if (collisionDown)
		newGame<=0;
	else 
		newGame<=1;
end 
always @(posedge clk)
if(UpdateBallPosition && newGame)
begin
	if(collisionPaddle)
	begin
		oLedCount <= oLedCount + 1;
	end	
	if (oLedCount <9)
		velocity <= 1;
	if (oLedCount > 9 && oLedCount < 19)
		velocity <= 2;
	if (oLedCount > 19 && oLedCount < 25)
		velocity <= 3;
	if (oLedCount > 25 && oLedCount < 31)
		velocity <= 4;
	if(~(CollisionX1 & CollisionX2))         
	begin
		ballX <= ballX + (ball_dirX ? -velocity : velocity);
		if(CollisionX2)
			ball_dirX <= 1; 
			else if(CollisionX1)
				ball_dirX <= 0;
	end
	if(~(CollisionY1 & CollisionY2))         
	begin
		ballY <= ballY + (ball_dirY ? -velocity : velocity);
		if(CollisionY2) 
			begin
			ball_dirY <= 1; 
			end
			else if(CollisionY1) 
				ball_dirY <= 0;
	end
end
assign oLed = oLedCount;
wire R = BouncingObject | ball;
wire G = BouncingObject ;
wire B = BouncingObject | ball;
reg vga_R, vga_G, vga_B;
always @(posedge clk)
begin
  vga_R <= R & inDisplayArea;
  vga_G <= G & inDisplayArea;
  vga_B <= B & inDisplayArea;
end
endmodule 
==> ci_impl_report.md <==
### Yosys + OpenROAD results

| Metric | Value |
|---|---|
| Status | finished clean |
| Cell count of the worst reg-to-reg path | 11 |
| Avg WL per Cell | 12.0 um |
| Clk root buf | clkbuf_16 |
| Detailed Routing Iterations Pass 1 | 4 |
| CTS tree | done |
| Die H | 143 um |
| Mean area per synthesized cell | 9.70 sq um |
| First-pass GRT wire length | 18.4 mm |
| Post-CTS setup buffers | 0 |
| CP arrival | 3070 ps |
| Hold depth | 0 |
| GPL Wtd Cong | 0.835 |
| Main flop type | dfxtp_1 |
| Flop area | 2590 sq um |
| Top-area cell share | 23.1% |
| Hold-fix buffer count after cts | 0 |
| Antenna Violating Nets Remaining | 0 |
| Antenna Cells | 0 |
| Yosys stat area | 5970 sq um |
| Post-layout period usage of the worst path | 85.0% |
| Endpoint class of the critical path | flop |
| Latency at later pin | 340 ps |
| Dominant logic cell type in the layout | nor2_1 |
| R2R Setup Slk | 520 ps |
| Power Total | 2.01 mW |
| Count of state elements after synthesis | 106 |
| Fin Hold WS | 329 ps |
| FF-to-FF End | ballX[9]$_DFFE_PP_ |
| DP Wirelength | 7.65 mm |
| Worst-path maximum fanout | 4 |
| Reg clk slew, reported paths | 70 ps |
| Synth Cell Area | 5970 sq um |
| Number of setup violations in the final report | 0 |
| Starting Density | 30.7% |
| Worst VDD drop | 0.217 mV |
| Asr flop ratio synth | 0.943% |
| Layout cells sized above 1 | 4.77% |
| Max-cap viol count | 0 |
| Clock Tree Buf Depth | 2 |
| Fmax | 0.336 GHz |
| Worst r2r src | velocity[0]$_SDFFCE_PP0P_ |
| Largest net degree at the start of global routing | 24 |
| Endpoints left unconstrained | 34 |
| Post-Route WL | 10.7 mm |
| Unrepaired setup endpoints after global routing | no |
| Setup_tns | 0 ps |
| Die width | 143 um |
| Num rows | 51 |
| Initial antenna violation count | 0 |
| Tightest Hold Check Type | reg -> reg |
| Register pins left without a clock | 22 |
| Setup Skew | 8.63 ps |
| Tot GR Track Use | 11.4% |
| CP startpoint | velocity[0]$_SDFFCE_PP0P_ |
| Die area | 20500 sq um |
| Unique cell type count in the Yosys netlist | 65 |
| Leakage | 2.58 nW |
| Port Buffers | 16 |
| Kind of critical path | reg -> reg |
| Cts repair resizes | 0 |
| Via density | 4.63 |
| Register area share after synthesis | 43.4% |
| GRT Residual Overflow | 0 |
| Fin. Hold Viols | 0 |
| Logic area | 3140 sq um |
| P&R area growth vs syn | 12.1% |
| Crit path launch type | flop |
| Syn Inst Count | 615 |
| Via Count | 4137 |
| Final min period | 2980 ps |
| WP data required | 3600 ps |
| Htree depth | 3 |
| Fillers | 1979 |
| Slew Viols, Final | 0 |
| EDFF count, synth | 46 |
| Top Ports | 17 |
| Pwr dens | 300 nW/um^2 |
| Vias in the first global route | 3838 |
| Total core area | 19500 sq um |
| Initial DRC Count | 169 |
| Largest area contributor in the netlist | edfxtp_1 |
| Worst-Margin Slew | 752 ps |
| DRC errors left | 0 |
| Largest cells by area | edfxtp_1 23%, dfxtp_1 20%, ha_1 8.6% |
| CTS buffer count | 9 |
| Yosys warning total | 3 |
| Yosys stat cell total | 615 |
| Most frequent cells in the layout | 64 x nor2_1, 59 x dfxtp_1, 53 x xnor2_1, 46 x edfxtp_1 |
| Tool warnings | 29 |
| Rel. slew slack | 49.7% |
| Worst Setup EP | ballX[9]$_DFFE_PP_ |
## state kept, by name (all words and copies together) (netlist names), 3 cells and up
register	flops
syncgen.CounterY	9
deboleft.PB_cnt	15
velocity	3
ballY	9
oLedCount	8
PaddlePosition	3
ballX	10
deboright.PB_cnt	15
syncgen.CounterX	10
## power breakdown
part | internal, mW | switching (mW) | leakage [nW]
Sequential | 1.02 | 0.00636 | 0.955
Combinational | 0.0109 | 0.00979 | 1.48
Clock | 0.537 | 0.418 | 0.151
## how the worst min path moves through the flow
stage | start | endpoint | slack [ps]
finish | deboleft.PB_sync_0$_DFF_P_ | deboleft.PB_sync_1$_DFF_P_ | 330
global route | deboright.PB_sync_0$_DFF_P_ | deboright.PB_sync_1$_DFF_P_ | 330
CTS | deboright.PB_sync_0$_DFF_P_ | deboright.PB_sync_1$_DFF_P_ | 330
## synth_stat cells, types with 5 or more instances
library cell and n:
nand2b_1 6, nand4_1 8, dfxtp_1 59, nor2_1 64, xnor2_1 53, nor2b_1 13, and3_1 19, clkbuf_1 13
edfxtp_1 46, buf_2 6, inv_1 38, nand3_1 41, ha_1 41, xor2_1 41, nor3_1 16, a21oi_1 14
nand2_1 38, nor4_1 5, o21ai_0 18
## through the flow
step                      util [%]  instances  cell area (sq um)  worst slack [ps]
after detailed placement      32.8        878               6390               524
after CTS                     34.4        894               6690               493
final                         34.4        894               6690               525
after floorplan                  -        615               5970               668
after global routing          34.4        894               6690               341
after global placement        32.8        878               6390               554
## kinds of logic after synthesis
family	count (synthesis)	share of synthesized area, %
xor gates and xnor gates	95	14.1
DFF	106	43.4
AOI/OAI and AO/OA	68	7.91
muxes	2	0.356
buffers and inverters	60	4.09
and+or+nand+nor	240	20.6
adders and majority gates	44	9.60
## critical path: stages (launching register included)
cell      delay (ps)
edfxtp_1         400
inv_1             60
ha_1             200
ha_1             290
nand2_1           60
o21ai_0           90
ha_1             320
nor2b_1          150
o31a_1           240
or4_1            420
a2111o_1         370
o211a_1          120
## final cells by class
cell class                      count  area share [%]
Sequential cell                   106            38.7
Timing Repair Buffer               20            2.84
Tap cell                          265            4.96
Clock buffer                       10            3.74
Clock inverter                      6           0.767
Inverter                           38            2.13
Multi-Input combinational cell    449            46.9
## metal layers
layer  wire (um)  vias to the layer above  track usage (%)  share of wire (%)
li1            -                     2164                -                  -
met1        6030                     1914             19.3                 56
met2        4260                       49             16.0                 40
met3         294                       10             1.78                2.8
met4         108                        0             1.19                1.0
met5           0                        -                0                  0
No activity file was given, so power comes from the tool's default toggle rates.
